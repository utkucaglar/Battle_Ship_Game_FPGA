==> design/flow/constraint.sdc <==
current_design top

set clk_period 5.7
set clk_io_pct 0.2

create_clock -name clk0 -period $clk_period [get_ports {clk}]

set non_clock_inputs [all_inputs -no_clocks]
set_input_delay [expr $clk_period * $clk_io_pct] -clock clk0 $non_clock_inputs
set_output_delay [expr $clk_period * $clk_io_pct] -clock clk0 [all_outputs]
==> design/flow/run.sh <==
#!/bin/bash
# OpenROAD 26Q1-2900-gdf79404cd8, Yosys 0.63+post, stock flow scripts
make -C /OpenROAD-flow-scripts/flow DESIGN_CONFIG=/design/flow/config.mk WORK_HOME=/design/flow/orfs finish
==> design/flow/config.mk <==
export PLATFORM = sky130hd
export DESIGN_NAME = top
export DESIGN_NICKNAME = top
export VERILOG_FILES = /design/flow/design.v
export SDC_FILE = /design/flow/constraint.sdc
export NUM_CORES = 4
export LEC_CHECK = 1
export CORE_UTILIZATION = 50
==> design/flow/design.v <==
module battleship (
  input clk,              
  input rst,              
  input start,            
  input [1:0] X,          
  input [1:0] Y,          
  input pAb,             
  input pBb,              
  output reg [7:0] disp0,
  output reg [7:0] disp1, 
  output reg [7:0] disp2, 
  output reg [7:0] disp3, 
  output reg [7:0] led    
);
  parameter IDLE         = 4'd0,   
            INPUT_A      = 4'd1,   
            INPUT_B      = 4'd2,   
            ERROR_A      = 4'd3,   
            ERROR_B      = 4'd4,   
            SHOW_SCORE   = 4'd5,   
            SHOOT_A      = 4'd6,   
            SHOOT_B      = 4'd7,   
            SHOW_SCORE_FIRST = 4'd8,   
            WINNER       = 4'd9;   
  reg [3:0] playerA_ship_0, playerA_ship_1, playerA_ship_2, playerA_ship_3;  
  reg [3:0] playerB_ship_0, playerB_ship_1, playerB_ship_2, playerB_ship_3;  
  reg [1:0] input_count_A, input_count_B;  
  reg playerA_destroyed_0, playerA_destroyed_1, playerA_destroyed_2, playerA_destroyed_3;
  reg playerB_destroyed_0, playerB_destroyed_1, playerB_destroyed_2, playerB_destroyed_3;
  reg overlap_detector;
  reg turn;
  reg hit_flag;
  reg [3:0] current_state, next_state;
  reg [31:0] error_counter;        
  localparam ERROR_WAIT = 50;      
  reg [31:0] show_score_delay;     
  localparam SCORE_WAIT = 50;      
  reg [2:0] scoreA, scoreB;        
  reg [15:0] delay_cnt_error_and_winner;  
  localparam WINNER_LEDS = 14;            
  reg [7:0] ssd_encode [0:15];
  initial begin
    ssd_encode[0]  = 8'b00111111;  
    ssd_encode[1]  = 8'b00000110;  
    ssd_encode[2]  = 8'b01011011;  
    ssd_encode[3]  = 8'b01001111;  
    ssd_encode[4]  = 8'b01100110;  
    ssd_encode[5]  = 8'b00000110;  
    ssd_encode[6]  = 8'b01011110;  
    ssd_encode[7]  = 8'b00111000;  
    ssd_encode[8]  = 8'b01111001;  
    ssd_encode[9]  = 8'b01101111;  
    ssd_encode[10] = 8'b01110111;  
    ssd_encode[11] = 8'b01111100;  
    ssd_encode[12] = 8'b01010000;  
    ssd_encode[13] = 8'b01011100;  
    ssd_encode[14] = 8'b01000000;  
    ssd_encode[15] = 8'b01110001;  
  end
always @(posedge clk or posedge rst) begin
    if (rst) begin
      input_count_A <= 0;        
      input_count_B <= 0;        
      playerA_ship_0 <= 4'b1111; playerA_ship_1 <= 4'b1111;  
      playerA_ship_2 <= 4'b1111; playerA_ship_3 <= 4'b1111;
      playerB_ship_0 <= 4'b1111; playerB_ship_1 <= 4'b1111;  
      playerB_ship_2 <= 4'b1111; playerB_ship_3 <= 4'b1111;
      playerA_destroyed_0 <= 0; playerA_destroyed_1 <= 0;   
      playerA_destroyed_2 <= 0; playerA_destroyed_3 <= 0;
      playerB_destroyed_0 <= 0; playerB_destroyed_1 <= 0;   
      playerB_destroyed_2 <= 0; playerB_destroyed_3 <= 0;
      scoreA <= 0; scoreB <= 0;                             
      hit_flag <= 0; turn <= 0;                             
      error_counter <= 0; show_score_delay <= 0;            
      delay_cnt_error_and_winner <= 0;                      
      current_state <= IDLE;                                
    end 
    else begin
        case (current_state)
            IDLE: begin
                if (start) begin
                    hit_flag <= 0;
                    current_state <= INPUT_A;
                end
            end
            INPUT_A: begin
                if (pAb && !overlap_detector && input_count_A < 4) begin
                    case (input_count_A)
                        2'b00: playerA_ship_0 <= {X, Y};
                        2'b01: playerA_ship_1 <= {X, Y};
                        2'b10: playerA_ship_2 <= {X, Y};
                        2'b11: playerA_ship_3 <= {X, Y};
                    endcase
                    input_count_A <= input_count_A + 1;
                    if (input_count_A == 3) current_state <= INPUT_B;
                end else if (pAb && overlap_detector) begin
                    current_state <= ERROR_A;
                end
            end
            INPUT_B: begin
                if (pBb && !overlap_detector && input_count_B < 4) begin
                    case (input_count_B)
                        2'b00: playerB_ship_0 <= {X, Y};
                        2'b01: playerB_ship_1 <= {X, Y};
                        2'b10: playerB_ship_2 <= {X, Y};
                        2'b11: playerB_ship_3 <= {X, Y};
                    endcase
                    input_count_B <= input_count_B + 1;
                    if (input_count_B == 3) current_state <= SHOW_SCORE_FIRST;
                end else if (pBb && overlap_detector) begin
                    current_state <= ERROR_B;
                end
            end
            ERROR_A, ERROR_B: begin
                if (error_counter < ERROR_WAIT) begin
                    error_counter <= error_counter + 1;
                end 
                else begin
                    error_counter <= 0;
                    if (current_state == ERROR_A) begin
                      current_state <= INPUT_A;
                    end 
                    else begin
                      current_state <= INPUT_B;
                    end
                end
            end
            SHOW_SCORE: begin
              if ((3 < scoreA) || (3 < scoreB) ) begin
                  current_state <= WINNER;  
              end 
              else if (show_score_delay < SCORE_WAIT) begin
                  show_score_delay <= show_score_delay + 1;  
              end 
              else begin
                  show_score_delay <= 0;  
                  if (turn == 0) begin
                    current_state <= SHOOT_A;
                  end 
                  else begin
                    current_state <= SHOOT_B;
                  end
              end
            end
            SHOW_SCORE_FIRST:begin
              if (show_score_delay < SCORE_WAIT) begin
                show_score_delay <= show_score_delay + 1;  
              end 
              else begin
                show_score_delay <= 0;  
                current_state <= SHOOT_A;
              end
            end
            SHOOT_A: begin
              if (pAb) begin
                  hit_flag <= 0;  
                  if ((playerB_ship_0 == {X, Y}) && !playerB_destroyed_0) begin
                      playerB_destroyed_0 <= 1;
                      scoreA <= scoreA + 1;  
                      hit_flag <= 1;
                  end
                  if ((playerB_ship_1 == {X, Y}) && !playerB_destroyed_1) begin
                      playerB_destroyed_1 <= 1;
                      scoreA <= scoreA + 1;
                      hit_flag <= 1;
                  end
                  if ((playerB_ship_2 == {X, Y}) && !playerB_destroyed_2) begin
                      playerB_destroyed_2 <= 1;
                      scoreA <= scoreA + 1;
                      hit_flag <= 1;
                  end
                  if ((playerB_ship_3 == {X, Y}) && !playerB_destroyed_3) begin
                      playerB_destroyed_3 <= 1;
                      scoreA <= scoreA + 1;
                      hit_flag <= 1;
                  end
                  turn <= ~turn;  
                  current_state <= SHOW_SCORE;  
              end
            end
            SHOOT_B: begin
              if (pBb) begin
                  hit_flag <= 0;  
                  if ((playerA_ship_0 == {X, Y}) && !playerA_destroyed_0) begin
                      playerA_destroyed_0 <= 1;
                      scoreB <= scoreB + 1;  
                      hit_flag <= 1;
                  end
                  if ((playerA_ship_1 == {X, Y}) && !playerA_destroyed_1) begin
                      playerA_destroyed_1 <= 1;
                      scoreB <= scoreB + 1;
                      hit_flag <= 1;
                  end
                  if ((playerA_ship_2 == {X, Y}) && !playerA_destroyed_2) begin
                      playerA_destroyed_2 <= 1;
                      scoreB <= scoreB + 1;
                      hit_flag <= 1;
                  end
                  if ((playerA_ship_3 == {X, Y}) && !playerA_destroyed_3) begin
                      playerA_destroyed_3 <= 1;
                      scoreB <= scoreB + 1;
                      hit_flag <= 1;
                  end
                  turn <= ~turn;  
                  current_state <= SHOW_SCORE;  
              end
            end
            WINNER: begin
              if (delay_cnt_error_and_winner < WINNER_LEDS) begin
                  delay_cnt_error_and_winner <= delay_cnt_error_and_winner + 1;
              end 
              else begin
                  delay_cnt_error_and_winner <= 0;
              end
          end
            default: current_state <= IDLE;
        endcase
    end
end
  always @(*) begin
    next_state = current_state;
    overlap_detector = 0;
    case (current_state)
      IDLE: begin
        if (start)
          next_state = INPUT_A;
      end
      INPUT_A: begin
        overlap_detector = ((playerA_ship_0 == {X, Y}) && (input_count_A > 0)) ||
                           ((playerA_ship_1 == {X, Y}) && (input_count_A > 1)) ||
                           ((playerA_ship_2 == {X, Y}) && (input_count_A > 2)) ||
                           ((playerA_ship_3 == {X, Y}) && (input_count_A > 3));
        if (pAb && !overlap_detector && input_count_A < 4)
          if (input_count_A > 3) begin
            next_state = INPUT_B;
          end 
          else begin
            next_state = INPUT_A;
          end
        else if (pAb && overlap_detector)
          next_state = ERROR_A;
      end
      INPUT_B: begin
        overlap_detector = ((playerB_ship_0 == {X, Y}) && (input_count_B > 0)) ||
                           ((playerB_ship_1 == {X, Y}) && (input_count_B > 1)) ||
                           ((playerB_ship_2 == {X, Y}) && (input_count_B > 2)) ||
                           ((playerB_ship_3 == {X, Y}) && (input_count_B > 3)) ||
                           ((playerA_ship_0 == {X, Y})) ||
                           ((playerA_ship_1 == {X, Y})) ||
                           ((playerA_ship_2 == {X, Y})) ||
                           ((playerA_ship_3 == {X, Y}));
        if (pBb && !overlap_detector && input_count_B < 4)
          if (input_count_B > 3) begin
            next_state = SHOW_SCORE_FIRST;
          end 
          else begin
              next_state = INPUT_B;
          end
        else if (pBb && overlap_detector)
          next_state = ERROR_B;
      end
      default: next_state = IDLE;
    endcase
  end
  always @(*) begin
    disp0 = 8'b00000000;
    disp1 = 8'b00000000;
    disp2 = 8'b00000000;
    disp3 = 8'b00000000;
    led = 8'b00000000;
    case (current_state)
      IDLE: begin
        disp3 = ssd_encode[5];  
        disp2 = ssd_encode[6];  
        disp1 = ssd_encode[7];  
        disp0 = ssd_encode[8];  
        led = 8'b10011001;       
      end
      INPUT_A: begin
        disp3 = ssd_encode[10];  
        disp1 = ssd_encode[X];   
        disp0 = ssd_encode[Y];   
        led[7] = 1;              
        led[5:4] = input_count_A;  
      end
      INPUT_B: begin
        disp3 = ssd_encode[11];  
        disp1 = ssd_encode[X];   
        disp0 = ssd_encode[Y];   
        led[0] = 1;              
        led[3:2] = input_count_B;  
      end
      ERROR_A: begin
        disp3 = ssd_encode[8];   
        disp2 = ssd_encode[12];  
        disp1 = ssd_encode[12];  
        disp0 = ssd_encode[13];  
        led = 8'b10011001;      
      end
      ERROR_B: begin
        disp3 = ssd_encode[8];   
        disp2 = ssd_encode[12];  
        disp1 = ssd_encode[12];  
        disp0 = ssd_encode[13];  
        led = 8'b10011001;      
      end
      SHOW_SCORE: begin
        disp2 = ssd_encode[scoreA];
        disp1 = 8'b01000000;  
        disp0 = ssd_encode[scoreB];
        if (hit_flag) begin
          led = 8'b11111111;
        end 
        else begin
            led = 8'b00000000;
        end
      end
      SHOW_SCORE_FIRST: begin
        disp2 = ssd_encode[scoreA];
        disp1 = 8'b01000000;  
        disp0 = ssd_encode[scoreB];
        led = 8'b10011001;
      end
      SHOOT_A: begin
        disp3 = ssd_encode[10];  
        disp1 = ssd_encode[X];
        disp0 = ssd_encode[Y];
        led[7] = 1;
        led[5:4] = scoreA;  
        led[3:2] = scoreB;  
      end
      SHOOT_B: begin
        disp3 = ssd_encode[11];  
        disp1 = ssd_encode[X];
        disp0 = ssd_encode[Y];
        led[0] = 1;
        led[5:4] = scoreA;  
        led[3:2] = scoreB;  
      end
      WINNER: begin
        if (3 < scoreA) disp3 = ssd_encode[10];  
        else if (3 < scoreB) disp3 = ssd_encode[11];  
        disp2 = ssd_encode[scoreA];
        disp1 = ssd_encode[14];  
        disp0 = ssd_encode[scoreB];
        case (delay_cnt_error_and_winner)
          0: led = 8'b11000000;
          1: led = 8'b11000000;
          2: led = 8'b01100000;
          3: led = 8'b01100000;
          4: led = 8'b00110000;
          5: led = 8'b00110000;
          6: led = 8'b00011000;
          7: led = 8'b00011000;
          8: led = 8'b00001100;
          9: led = 8'b00001100;
          10: led = 8'b00000110;
          11: led = 8'b00000110;
          12: led = 8'b00000011;
          13: led = 8'b00000011;
          default: led = 8'b00000000;
        endcase
      end
    endcase
  end
endmodule
module clk_divider (
  input      clk_in     ,
  output reg divided_clk
);
  parameter  toggle_value = 270000;
  reg [24:0] cnt                 ;
  initial begin
    cnt = 0;
    divided_clk = 0;
  end
  always@(posedge clk_in)
    begin
      if (cnt==toggle_value) begin
        cnt         <= 0;
        divided_clk <= ~divided_clk;
      end
      else begin
        cnt         <= cnt +1;
        divided_clk <= divided_clk;
      end
    end
endmodule
module debouncer(
	input 		clk,
	input 		rst,
	input 		noisy_in,  
	output reg 	clean_out  
    );
reg noisy_in_reg;
reg clean_out_tmp1;  
reg clean_out_tmp2;  
reg clean_out_tmp3;  
reg clean_out_tmp4;  
always@(posedge clk or posedge rst)
begin
	if (rst==1'b1) begin
		noisy_in_reg <= 0;
		clean_out_tmp1 <= 0;
		clean_out_tmp2 <= 0;
		clean_out <= 0;
	end
	else begin
		noisy_in_reg <= noisy_in; 
		clean_out_tmp1 <= noisy_in_reg;
		clean_out_tmp2 <= clean_out_tmp1;
        clean_out_tmp3 <= clean_out_tmp2;
        clean_out_tmp4 <= clean_out_tmp3;
		clean_out <= ~clean_out_tmp4 & clean_out_tmp3;  
	end
end
endmodule
module ssd (
    input clk,
    input [7:0] disp0,
    input [7:0] disp1,
    input [7:0] disp2,
    input [7:0] disp3,
    output reg [7:0] seven,
    output reg [3:0] segment
);
    reg [15:0] dispCounter = 0;  
    reg [1:0] index;
    always @(posedge clk) begin
        dispCounter <= dispCounter + 1;
        if (dispCounter == 0) begin
            case (index)
                0: begin
                    seven <= disp0;
                end 
                1: begin
                    seven <= disp1;
                end 
                2: begin
                    seven <= disp2;
                end 
                3: begin
                    seven <= disp3;
                end 
                default: begin
                    seven <= 0;
                end
            endcase
            segment <= 1 << index;
            index <= index + 1;
        end
    end
endmodule
module top (
  input clk,               
  input [3:0] sw,          
  input [3:0] btn,         
  output [7:0] led,        
  output [7:0] seven,      
  output [3:0] segment     
);
  wire divided_clk;         
  wire cleaned_reset;       
  wire cleaned_start;       
  wire cleaned_pAb;         
  wire cleaned_pBb;         
  wire [7:0] disp0, disp1, disp2, disp3;  
  clk_divider clk_div_inst (
    .clk_in(clk),
    .divided_clk(divided_clk)
  );
  debouncer rst_db (
    .clk(divided_clk),
    .rst(1'b0),
    .noisy_in(btn[2]),
    .clean_out(cleaned_reset)
  );
  debouncer start_db (
    .clk(divided_clk),
    .rst(1'b0),
    .noisy_in(btn[1]),
    .clean_out(cleaned_start)
  );
  debouncer pAb_db (
    .clk(divided_clk),
    .rst(1'b0),
    .noisy_in(btn[3]),
    .clean_out(cleaned_pAb)
  );
  debouncer pBb_db (
    .clk(divided_clk),
    .rst(1'b0),
    .noisy_in(btn[0]),
    .clean_out(cleaned_pBb)
  );
  battleship battleship_inst (
    .clk(divided_clk),
    .rst(cleaned_reset),
    .start(cleaned_start),
    .X(sw[3:2]),
    .Y(sw[1:0]),
    .pAb(cleaned_pAb),
    .pBb(cleaned_pBb),
    .disp0(disp0),
    .disp1(disp1),
    .disp2(disp2),
    .disp3(disp3),
    .led(led)
  );
  ssd ssd_inst (
    .clk(clk),
    .disp0(disp0),
    .disp1(disp1),
    .disp2(disp2),
    .disp3(disp3),
    .seven(seven),
    .segment(segment)
  );
endmodule
==> impl_metrics.yaml <==
# implementation run metrics
outcome:
  run_status: "complete, no violations"
clock_network:
  clk-insertion-delay-late_ns: 0.29
  cts_root_buf: "sky130_fd_sc_hd__clkbuf_16"
  tritoncts: "built"
  cts-resized-gates: 0
  maximum_clock_insertion_buffer_count: 2
  number_of_clock_buffers_inserted_by_tritoncts: 5
  cts.htree.levels: 2
  cts_hold_repair.buffers: 0
  postCtsSetupRepairBufs: 0
  clock_pin_slew_on_the_worst_setup_and_hold_paths_ns: 0.07
critical_path:
  required_ns: 5.71
  endpoint_kind: "flip-flop"
  worst-path-max-fanout: 17
  cp_cell_sequence: "clkdlybuf4s50_1, buf_4, o22a_1, o221ai_1, inv_1, ha_1, nor2_1, or3_1, a31oi_1, a31oi_1"
  worst_setup_sp_type: "input pin"
  reg2reg_setup_slack_ns: 2.57
  crit_path_end: "ssd_inst.seven[0]$_DFFE_PN_"
  cpPeakStageDelay_ns: 0.45
  timing_worst_setup_path_type: "in -> reg"
  timing.critical_path.arrival_ns: 3.15
  critPathSlowestCell: "sky130_fd_sc_hd__clkdlybuf4s50_1"
  cp_common_cell: "sky130_fd_sc_hd__a31oi_1"
  depth_of_the_worst_register_to_register_path: 12
  crit_path_start: "sw[0]"
  worst_r2r_startpoint: "ssd_inst.index[0]$_DFFE_PN_"
  r2r_end: "ssd_inst.seven[0]$_DFFE_PN_"
logic_synthesis:
  synth.area.top_cells: "sky130_fd_sc_hd__dfrtp_1, sky130_fd_sc_hd__dfxtp_1, sky130_fd_sc_hd__dfstp_2, sky130_fd_sc_hd__xnor2_1, sky130_fd_sc_hd__nor2_1"
  ys_async_sr_fraction: 0.643
  area_share_of_the_largest_cell_type_after_synthesis: 0.272
  synth_seq_share: 0.530
  ys.warnings.count: 4
  ys_top_cells_by_count: "sky130_fd_sc_hd__nor2_1, sky130_fd_sc_hd__dfrtp_1, sky130_fd_sc_hd__dfxtp_1, sky130_fd_sc_hd__nand2_1, sky130_fd_sc_hd__xnor2_1"
  synth.most_common_cell: "sky130_fd_sc_hd__nor2_1"
  synth_stat.cells: 962
  post_synthesis_register_bit_count: 221
  syn-cell-area_sq_mm: 0.0100
  gate_count_post_synth: 962
  ys_chip_area_sq_mm: 0.0100
  synth_top_flop_cell: "sky130_fd_sc_hd__dfrtp_1"
  number_of_synthesized_flops_with_an_enable_pin: 14
  yosysUniqueCellTypes: 68
  synth_area_leader_cell: "sky130_fd_sc_hd__dfrtp_1"
  post_synth.cell_area_avg_sq_um: 10.4
timing:
  final_hold_viol_count: 0
  fmaxAchievable_mhz: 319
  timing.final.setup_violations: 0
  min_period_over_period: 0.550
  unclocked_pins: 166
  timing.clock.skew_ns: 0.00826
  final_max_slew_viol_count: 0
  final_setup_margin_ns: 2.57
  final.min_clock_period_ns: 3.13
  tightest_slew_ns: 0.786
  grt_setup_unrepaired: "false"
  max-slew-margin-rel: 0.472
  fin_tns_setup_ns: 0
  untimed_endpoints: 174
floorplanning:
  fp_util: 0.513
  fp.dieW_microns: 144
  pin_count: 29
  placeable_core_area_sq_mm: 0.0195
  dieHeight_microns: 144
  die_area_sq_mm: 0.0206
  floorplan.rows: 51
final_layout:
  final_core_util: 0.547
  design_area_sq_mm: 0.0107
  area_growth_pct: 6.59
  layout_top_registers: "battleship_inst.error_counter (32), battleship_inst.show_score_delay (32), clk_div_inst.cnt (25)"
  post_route_cells_drive_above_1_share: 0.106
power:
  pwr-share-clk: 0.425
  p_switching_uw: 151
  p_int_uw: 608
  power.static_leakage_uw: 0.00455
  p_per_area_mw_per_mm2: 71.1
  seq_power_share: 0.524
  design_power_total_uw: 759
  power.share.combinational: 0.051
  worst_ir_drop_vdd_mv: 0.140
  switching_portion_of_total_power: 0.200
detailed_routing:
  detail_route.first_pass.iterations: 5
  route.final.wire_length_microns: 18200
  drc_errors: 0
  wire_per_inst_microns: 14.8
  detail_route.iter0.violations: 453
  detailroute.via_count: 6678
  routed_via_density: 5.40
  ant_nets: 0
  total_antenna_diodes_in_the_routed_design: 0
placed_design:
  port_buffers: 27
  placedInstanceArea_sq_mm: 0.0105
  hpwlAfterDp_microns: 13300
  preCtsSetupSlack_ns: 2.28
  gp_congestion: 0.860
global_routing:
  grt_pass1_wl_microns: 31500
  grt_max_degree: 87
  groute.usage.overall: 0.198
  grt_antenna_before_repair: 0
  vias_in_the_first_global_route: 6347
  globalRouteOverflowTotal: 0
run:
  reported_max_cap_violation_count: 0
  tool_warnings: 41
min_path:
  hold_path_class: "reg -> reg"
cells by family after synthesis:
logic type      synth area share
buf+inv                   0.0351
simple gates               0.178
xor+xnor                  0.0717
flops                      0.530
other cells             0.000374
fa+ha+maj                 0.0350
compound gates             0.106
mux                       0.0433
critical path, delay by kind of cell:
family | cells | cell delay (ns)
buf+inv | 3 | 0.85
simple gates | 2 | 0.35
compound gates | 4 | 0.61
fa+ha+maj | 1 | 0.18
metrics by stage:
stage                     hold WS (ns)  cells
after floorplan                  0.402    962
final                            0.441   1236
after global placement           0.419   1228
after CTS                        0.447   1236
after detailed placement         0.429   1228
after global routing             0.466   1236
area by class of cell:
cell class | instances | area (sq um)
fill | 1755 | 8840
timing repair buffer | 38 | 353
clock buffer | 7 | 154
multi-input combinational | 663 | 4360
tap | 265 | 332
clock inverter | 1 | 8.76
sequential | 221 | 5320
inverter | 41 | 159
placed cells by master, fill, tap and decap left out, types with 7 or more instances in the layout:
| cell type | n |
|---|---|
| sky130_fd_sc_hd__ha_1 | 28 |
| sky130_fd_sc_hd__or2_2 | 7 |
| sky130_fd_sc_hd__inv_1 | 40 |
| sky130_fd_sc_hd__and4_1 | 12 |
| sky130_fd_sc_hd__dfxtp_1 | 65 |
| sky130_fd_sc_hd__nor4_1 | 24 |
| sky130_fd_sc_hd__dfrtp_1 | 109 |
| sky130_fd_sc_hd__nor3_1 | 12 |
| sky130_fd_sc_hd__nor2b_1 | 13 |
| sky130_fd_sc_hd__dfstp_2 | 33 |
| sky130_fd_sc_hd__xor2_1 | 25 |
| sky130_fd_sc_hd__edfxtp_1 | 14 |
| sky130_fd_sc_hd__buf_4 | 11 |
| sky130_fd_sc_hd__and3_1 | 18 |
| sky130_fd_sc_hd__a31oi_1 | 26 |
| sky130_fd_sc_hd__nand2_1 | 65 |
| sky130_fd_sc_hd__xnor2_1 | 57 |
| sky130_fd_sc_hd__clkdlybuf4s50_1 | 27 |
| sky130_fd_sc_hd__nand3_1 | 32 |
| sky130_fd_sc_hd__a41oi_1 | 7 |
| sky130_fd_sc_hd__nand4_1 | 27 |
| sky130_fd_sc_hd__nor2_1 | 120 |
| sky130_fd_sc_hd__mux2_2 | 35 |
| sky130_fd_sc_hd__a21oi_1 | 36 |
| sky130_fd_sc_hd__o21ai_0 | 29 |
how the worst min path moves through the flow:
| stage | to | cells past startpoint | start | slack, ns |
|---|---|---|---|---|
| after CTS | ssd_inst.dispCounter[0]$_DFF_P_ | 1 | ssd_inst.dispCounter[0]$_DFF_P_ | 0.45 |
| after global routing | clk_div_inst.cnt[24]$_SDFF_PN0_ | 1 | clk_div_inst.cnt[24]$_SDFF_PN0_ | 0.47 |
| final | ssd_inst.dispCounter[0]$_DFF_P_ | 1 | ssd_inst.dispCounter[0]$_DFF_P_ | 0.44 |
metal layers:
metal	global-route usage	share of wire
met5	0	0
met4	0.0213	0.0092
met3	0.0139	0.025
met2	0.298	0.45
met1	0.344	0.52
power by group through the flow:
stage                 sequential [uW]  combinational, uW  clock [uW]
after global routing              398               42.7         347
final                             398               38.4         323
after CTS                         398               39.2         332
Power is estimated from default activity; no workload was simulated.
